<file path="/design/flow/design.v">
 `timescale 1ns / 1ps
module alu (
    input [31:0] op1,               
    input [31:0] op2,               
    input [4:0] shift_val,          
    input [4:0] alu_func,           
    input [63:0] mul_in,            
    output [63:0] mul_out,          
    output [31:0] result            
);
    reg [31:0] temp_res;            
    reg [63:0] temp_mul;            
    always @(*) begin
        case (alu_func)
            5'b00000: begin
                temp_res = op1 + op2;
                temp_mul = mul_in;
            end
            5'b00001: begin
                temp_res = op1 - op2;
                temp_mul = mul_in;
            end
            5'b00010: begin
                temp_res = op1 + op2;
                temp_mul = mul_in;
            end
            5'b00011: begin
                temp_res = op1 - op2;
                temp_mul = mul_in;
            end
            5'b00100: begin
                temp_mul = $unsigned(op1) * $unsigned(op2);
                temp_res = temp_mul[31:0];
            end
            5'b00101: begin
                temp_mul = mul_in + (op1 * op2);
                temp_res = temp_mul[31:0];
            end
            5'b00110: begin
                temp_mul = mul_in + (op1 * op2);
                temp_res = temp_mul[31:0];
            end
            5'b01000: begin
                temp_res = op1 & op2;
                temp_mul = mul_in;
            end
            5'b01001: begin
                temp_res = op1 | op2;
                temp_mul = mul_in;
            end
            5'b01010: begin
                temp_res = op1 ^ op2;
                temp_mul = mul_in;
            end
            5'b01011: begin
                temp_res = ~op1;
                temp_mul = mul_in;
            end
            5'b01100: begin
                temp_res = op2 << shift_val;
                temp_mul = mul_in;
            end
            5'b01101: begin
                temp_res = op2 >> shift_val;
                temp_mul = mul_in;
            end
            5'b01110: begin
                temp_res = $signed(op2) >>> shift_val;
                temp_mul = mul_in;
            end
            5'b01111: begin
                temp_res = $signed(op2) <<< shift_val;
                temp_mul = mul_in;
            end
            5'b10000: begin
                temp_res = ($signed(op1) < $signed(op2)) ? 32'd1 : 32'd0;
                temp_mul = mul_in;
            end
            5'b10001: begin
                temp_res = (op1 == op2) ? 32'd1 : 32'd0;
                temp_mul = mul_in;
            end
            default: begin
                temp_res = 32'd0;
                temp_mul = mul_in;
            end
        endcase
    end
    assign result = temp_res;
    assign mul_out = temp_mul;
endmodule
</file>
<file path="/design/flow/run.sh">
#!/bin/bash
# OpenROAD 26Q1-2900-gdf79404cd8, Yosys 0.63+post, stock flow scripts
make -C /OpenROAD-flow-scripts/flow DESIGN_CONFIG=/design/flow/config.mk WORK_HOME=/design/flow/orfs finish
</file>
<file path="/design/flow/config.mk">
export PLATFORM = sky130hd
export DESIGN_NAME = alu
export DESIGN_NICKNAME = alu
export VERILOG_FILES = /design/flow/design.v
export SDC_FILE = /design/flow/constraint.sdc
export NUM_CORES = 4
export LEC_CHECK = 1
export CORE_UTILIZATION = 30
</file>
<file path="/design/flow/constraint.sdc">
current_design alu

set clk_period 25.0
set clk_io_pct 0.2

create_clock -name clk0 -period $clk_period

set non_clock_inputs [all_inputs -no_clocks]
set_input_delay [expr $clk_period * $clk_io_pct] -clock clk0 $non_clock_inputs
set_output_delay [expr $clk_period * $clk_io_pct] -clock clk0 [all_outputs]
</file>
==> changes_impl.md <==
## Flow update

* Final Cycle Share at around four fifths
* Endpoint kind of the worst setup timing path: primary output
* Switching power at roughly 24000 uW
* Maximum frequency from static timing analysis at 0.0489 GHz
* Die area at 0.181 mm2
* Area growth from synthesis to final layout at 9.54%
* Routed wire length per instance at 25.5 um
* Total overflow reported by the global router at 0
* Number of input and output port buffers inserted at 234
* CTS Hold Buffers Added at 0
* Std-Cell Rows at 155
* Global placement routability congestion at 1.01
* Transition time at the pin with the least slew margin at 1210 ps
* Wire length of the first global-routing pass at 346000 um
* Floorplan die width at 426 um
* Number of distinct library cells after synthesis at 97
* Switching part of the total power at between 60% and 70%
* Max-slew headroom at 18.5%
* Result of the run: finished clean
* Data required, critical path at approximately 20000 ps
* Average cell area after synthesis at 8.01 um2
* Buffer-and-inverter tally for the worst setup path at 11
* Number of cells in Yosys stat at between 6k and 7k
* Detailed Route Iter0 Violations at 3205
* Global Route Usage Sum at a little over a quarter
* Number of max-capacitance violations reported at 0
* Hold Violations, Final at 0
* Signal arrival time at the worst endpoint at around 15000 ps
* Syn. warnings at 1
* Post-layout power at 37100 uW
* DRC viols at 0
* Post-DP HPWL at 194000 um
* Number of antenna violations at the first check in global routing at 8
* Main area contributors after synthesis: fa_1, ha_1, inv_1
* Biggest fanout along the worst timing path at 19
* Cell type with the highest occurrence count on the critical path: fa_1
* Synthesized cell area at 0.0539 mm2
* Leakage at 0.0301 uW
* Die boundary height at 426 um
* Share of synthesized area occupied by flip-flops and latches at 0%
* Routed wire length at around 230000 um
* Share of Yosys cell area claimed by the top area cell type at 43.7%
* Yosys synthesis chip area at 0.0539 mm2
* Layout cells sized above 1 at 3.82%
* Final sequential cell count at 0
* Starting utilization of the core area at between 30 and 40%
* Biggest area consumer among synthesized cells: fa_1
* Pwr Density at 628 mW/mm2
* Via count of the first global-routing pass at 50.9k
* Detailed Routing Iterations Pass 1 at 6
* End point of the critical path: mul_out[57]
* Sequential cell area at 0 um2
* I/O pin total at 234
* Worst supply voltage drop on vdd at 1310 uV
* Logic depth of the worst path, buffers included at 31
* Crit path from: op1[13]
* Post-route ant nets at 0
* Post-Route Setup TNS at 0 ps
* Launching element type of the critical path: input pin
* Total via count after detailed routing at 47.3k
* Count of warning messages emitted by the tools at 96
* Crit Path Category: input pin to primary output
* Dominant delay contributor by cell family on the critical path: adder cells
* Largest net degree at the start of global routing at 63
* Fin. max-slew vios at 0
* Final hold slack at 10950 ps
* Standard cell with the maximum stage delay on the critical path: a211oi_1
* # Post-CTS Setup Buffers at 0
* Count of endpoints failing setup in the final report at 0
* Int Pwr at 13100 uW
* Final critical delay including setup and external delays at 20450 ps
* Setup repair after global routing missed its margin: no
* Crit-path max cell delay at 1020 ps
* Post-synthesis cell count at 6726
* Core box area at between 0.15 and 0.2 mm2
* Number of clock buffers in the layout at 0
* Number of resized instances in the post-cts repair step at 0
* Post-DR vias/cell at ~5.2
* Min-Delay Path Class: input pin to primary output
[placed cells by master, fill, tap and decap left out, types with 43 or more instances in the layout]
cell type        netlist  final
a22oi_1               48     48
ha_1                 503    503
a211oi_1              43     43
clkdlybuf4s50_1        0    229
nor2_1               730    727
fa_1                1177   1177
buf_4                  2    178
xnor2_1               95     95
nand2_1              799    797
a21oi_1              259    259
nor3_1                55     53
nand4_1               59     59
inv_1               1565   1565
a21o_1                91     91
nand3_1               54     54
o21ai_0              229    228
mux2i_1               75     75
[power by group through the flow]
stage / sequential [uW] / clock (uW) / combinational (uW)
4_1_cts: 0 / 0 / 36400
5_1_grt: 0 / 0 / 40600
[layout make-up]
type | instances | area [um2]
Antenna cell | 2 | 5.00
Tap cell | 2355 | 2950
Multi-Input combinational cell | 4762 | 46500
Fill cell | 18600 | 119000
Timing Repair Buffer | 411 | 3650
Inverter | 1584 | 5950
[cells by family after synthesis]
group,synth area share [%]
xor+xnor,2.24
fa+ha+maj,55.4
mux,2.33
simple gates,14.0
buf+inv,13.8
compound gates,12.3
[metrics by stage]
step / utilization [%] / instance area (um2) / instances / setup slack (ps)
floorplan: - / 53900 / 6726 / 7640
finish: 33.1 / 59000 / 9114 / 4550
global route: 33.1 / 59000 / 9112 / 4120
global placement: 33.1 / 59000 / 9112 / 4770
detailed placement: 33.1 / 59000 / 9112 / 4760
CTS: 33.1 / 59000 / 9112 / 4700
[synth_stat cells, types with 43 or more instances]
| cell | instances |
|---|---|
| buf_1 | 50 |
| nor2_1 | 730 |
| nor3_1 | 55 |
| nand2_1 | 799 |
| nand3_1 | 54 |
| clkbuf_1 | 289 |
| mux2i_1 | 75 |
| a21o_1 | 91 |
| fa_1 | 1177 |
| a21oi_1 | 259 |
| a211oi_1 | 43 |
| inv_1 | 1565 |
| xnor2_1 | 95 |
| a22oi_1 | 48 |
| o21ai_0 | 229 |
| ha_1 | 503 |
| nand4_1 | 59 |
[layer usage]
layer	track usage (%)	share of wire (%)	up-vias
met2	42.0	46	2264
met4	13.4	6.4	14
met1	34.9	38	23900
met5	0.688	0.082	-
li1	-	-	20800
met3	9.80	10	436
[worst min-delay path by stage]
| stage | start | end | cells past startpoint | slack (ps) |
|---|---|---|---|---|
| final | mul_in[2] | mul_out[2] | 4 | 10950 |
| after CTS | mul_in[2] | mul_out[2] | 4 | 10950 |
| after global routing | mul_in[2] | mul_out[2] | 4 | 11020 |
Power and IR drop assume default switching activity.
