File: design/flow/run.sh
#!/bin/bash
# OpenROAD 26Q1-2900-gdf79404cd8, Yosys 0.63+post, stock flow scripts
make -C /OpenROAD-flow-scripts/flow DESIGN_CONFIG=/design/flow/config.mk WORK_HOME=/design/flow/orfs finish
File: design/flow/constraint.sdc
current_design branch_unit

set clk_period 32.8
set clk_io_pct 0.2

create_clock -name clk0 -period $clk_period

set non_clock_inputs [all_inputs -no_clocks]
set_input_delay [expr $clk_period * $clk_io_pct] -clock clk0 $non_clock_inputs
set_output_delay [expr $clk_period * $clk_io_pct] -clock clk0 [all_outputs]
File: design/flow/design.v
`timescale 1ns / 1ps
module branch_unit (
    input [31:0] curr_pc,           
    input [31:0] src1_val,          
    input [31:0] src2_val,          
    input [15:0] offset,            
    input [25:0] target_addr,       
    input [2:0] branch_type,        
    input jump_en,                  
    input jal_en,                   
    input jr_en,                    
    output reg [31:0] next_pc,      
    output reg branch_take          
);
    wire [31:0] branch_target;      
    wire [31:0] jump_target;        
    wire [31:0] jr_target;          
    assign branch_target = curr_pc + {{14{offset[15]}}, offset, 2'b00};
    assign jump_target = {curr_pc[31:28], target_addr, 2'b00};
    assign jr_target = src1_val;
    always @(*) begin
        case (branch_type)
            3'b000: branch_take = (src1_val == src2_val);     
            3'b001: branch_take = (src1_val != src2_val);     
            3'b010: branch_take = ($signed(src1_val) > $signed(src2_val));   
            3'b011: branch_take = ($signed(src1_val) >= $signed(src2_val));  
            3'b100: branch_take = ($signed(src1_val) < $signed(src2_val));   
            3'b101: branch_take = ($signed(src1_val) <= $signed(src2_val));  
            3'b110: branch_take = (src1_val < src2_val);      
            3'b111: branch_take = (src1_val > src2_val);      
            default: branch_take = 1'b0;
        endcase
    end
    always @(*) begin
        if (jr_en)
            next_pc = jr_target;
        else if (jump_en || jal_en)
            next_pc = jump_target;
        else if (branch_take)
            next_pc = branch_target;
        else
            next_pc = curr_pc + 4;
    end
endmodule
File: design/flow/config.mk
export PLATFORM = sky130hd
export DESIGN_NAME = branch_unit
export DESIGN_NICKNAME = branch_unit
export VERILOG_FILES = /design/flow/design.v
export SDC_FILE = /design/flow/constraint.sdc
export NUM_CORES = 4
export LEC_CHECK = 1
export CORE_UTILIZATION = 40
==> results.json <==
{
  "critical_path.max_stage_delay_ns": 0.47,
  "antenna-diode-count": 0,
  "area_growth_pct": 57.2,
  "hp-class": "input port to primary output",
  "core_area_um2": 7770,
  "first_pass_iters": 5,
  "track_usage_pct": 24.9,
  "ant_nets": 0,
  "ios": 177,
  "warning_count": 33,
  "hpwl_um": 9220,
  "drt_iter0_drc": 213,
  "setup_ws_ns": 13.99,
  "max_slew_margin_pct": 49.9,
  "setup_viol": 0,
  "ctsHoldBuffers": 0,
  "final_cell_mix": "176 x clkdlybuf4s50_1, 62 x a21oi_1, 61 x ha_1",
  "ys_area_um2": 3230,
  "fin_hold_ws_ns": 14.02,
  "status": "complete, no violations",
  "port_buffers": 177,
  "ys_warn_count": 1,
  "seq_cell_count": 0,
  "p_leak_nw": 2.27,
  "crit_type": "input port to primary output",
  "chipArea_um2": 8430,
  "synthCells": 475,
  "critPathMaxFanout": 16,
  "cp_top_family": "AND-OR/OR-AND gates",
  "ys_cells": 475,
  "viasPerCell": 5.35,
  "ys_seq_share_pct": 0,
  "die_h_um": 91.8,
  "post_cts_resize_count": 0,
  "tns_ns": 0,
  "avgSynthCellArea_um2": 6.79,
  "fin_util_pct": 65.3,
  "period_used_pct": 57.3,
  "post_cts_buffers": 0,
  "finalInstanceArea_um2": 5070,
  "gp_congestion": 0.924,
  "placedCellCount": 742,
  "power.total_mw": 0.109,
  "finalHoldViolations": 0,
  "grt_pass1_vias": 3648,
  "fill_cells": 691,
  "rsz0062_at_grt": "no",
  "route.vias.total": 3972,
  "syn-cell-area_um2": 3230,
  "fin_cells": 742,
  "cp_num_buf_inv": 3,
  "n_clock_buffer": 0,
  "slew_viol_final": 0,
  "pre_cts_slack_ns": 14.02,
  "worstMarginPinSlew_ns": 0.752,
  "place_area_um2": 5070,
  "wire_per_inst_um": 14.5,
  "overflow": 0,
  "antenna_found_initial": 0,
  "crit_path_end_kind": "primary output",
  "max_clock_freq_ghz": 0.0532,
  "worstPathArrival_ns": 12.25,
  "cpMaxStageDelayCell": "or4b_1",
  "synth.distinct_cells": 64,
  "powerDensity_nw_per_um2": 21.5,
  "grt_max_degree": 71,
  "drc_errors": 0,
  "row_count": 32,
  "start_kind": "input port",
  "wl_um": 10700,
  "period_minus_slack_ns": 18.81,
  "cap_violations": 0,
  "critical_path.cell_chain": "clkdlybuf4s50_1 -> inv_1 -> ha_1 -> nand2_1 -> o21bai_1 -> a2111oi_4 -> a31oi_2 -> or2_1 -> mux2i_2 -> o21a_4 -> or2_1 -> ha_1 -> fa_1 -> a21o_1 -> a21oi_1 -> o31ai_2 -> a2bb2oi_1 -> a21oi_1 -> o2111ai_2 -> nand2_1 -> or4b_1 -> nand3_1 -> clkdlybuf4s50_1",
  "worstPathRequired_ns": 26.24,
  "die_x_um": 91.8,
  "seq_area_um2": 0,
  "core_util_floorplan_pct": 41.5,
  "layout_top_cell": "clkdlybuf4s50_1",
  "vdd_ir_drop_max_mv": 0.0110,
  "grt_first_pass_wirelength_um": 16800,
  "drive_gt1_share_pct": 4.38
}
## logic make-up after synthesis
logic type	Yosys count	synth area share, %
buffers and inverters	57	7.10
adders and majority gates	62	24.3
xor gates and xnor gates	20	5.43
and+or+nand+nor	156	25.6
AOI/OAI and AO/OA	166	33.0
muxes	14	4.50
## final timing paths
check           to  slack, ns         start  cells past startpoint
max    next_pc[28]      13.99  src2_val[31]                     23
min     next_pc[1]      14.02    curr_pc[1]                      4
## synthesized netlist by cell type (all sizes together) (2+ instances only)
cell | n | area (um^2)
a21oi | 63 | 319
ha | 61 | 763
nand2 | 55 | 206
inv | 42 | 158
o21ai | 41 | 209
nor2 | 22 | 82.6
a21o | 19 | 143
nor2b | 18 | 113
mux2i | 13 | 134
clkbuf | 12 | 45.0
xnor2 | 12 | 105
nand4 | 11 | 83.8
nor3 | 11 | 60.1
nor3b | 9 | 67.6
nand2b | 8 | 50.1
xor2 | 8 | 70.1
nand3 | 6 | 30.0
o21a | 6 | 52.6
o31ai | 5 | 42.5
or2 | 5 | 31.3
o211ai | 4 | 30.0
a211oi | 3 | 27.5
a31oi | 3 | 25.0
buf | 3 | 26.3
o2111ai | 3 | 32.5
or3 | 3 | 25.0
a2111oi | 2 | 36.3
a211o | 2 | 17.5
a21boi | 2 | 15.0
a2bb2oi | 2 | 17.5
a31o | 2 | 17.5
and3 | 2 | 15.0
nor4 | 2 | 12.5
o21bai | 2 | 15.0
o31a | 2 | 17.5
## cell type report
type / count / area [um^2] / area share [%]
tap: 102 / 128 / 2.52
multi-input combinational: 418 / 3000 / 59.1
timing repair buffer: 180 / 1790 / 35.3
inverter: 42 / 158 / 3.11
## where the power goes
group | leakage (nW) | switching (mW) | total [mW] | internal (mW)
Sequential | 0 | 0 | 0 | 0
Combinational | 2.27 | 0.0510 | 0.109 | 0.0580
Clock | 0 | 0 | 0 | 0
Total | 2.27 | 0.0510 | 0.109 | 0.0580
## tightest hold or removal path, cell delays in order
cell and delay [ns]:
clkdlybuf4s50_1 0.40, nand2_1 0.05, o21ai_0 0.06, clkdlybuf4s50_1 0.40
## layer usage
metal	GRT usage [%]	vias up	wire length (um)
met4	0.911	0	49
met3	4.22	6	944
met1	32.9	1742	4620
met2	44.7	166	5130
met5	0	-	0
li1	-	2058	-
Power and IR drop assume default switching activity.
