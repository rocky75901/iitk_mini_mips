===== run.sh =====
#!/bin/bash
# OpenROAD 26Q1-2900-gdf79404cd8, Yosys 0.63+post, stock flow scripts
make -C /OpenROAD-flow-scripts/flow DESIGN_CONFIG=/design/flow/config.mk WORK_HOME=/design/flow/orfs finish

===== config.mk =====
export PLATFORM = sky130hd
export DESIGN_NAME = regfile
export DESIGN_NICKNAME = regfile
export VERILOG_FILES = /design/flow/design.v
export SDC_FILE = /design/flow/constraint.sdc
export NUM_CORES = 4
export LEC_CHECK = 1
export CORE_UTILIZATION = 30

===== constraint.sdc =====
current_design regfile

set clk_period 6.0
set clk_io_pct 0.2

create_clock -name clk0 -period $clk_period [get_ports {clk}]

set non_clock_inputs [all_inputs -no_clocks]
set_input_delay [expr $clk_period * $clk_io_pct] -clock clk0 $non_clock_inputs
set_output_delay [expr $clk_period * $clk_io_pct] -clock clk0 [all_outputs]

===== design.v =====
`timescale 1ns / 1ps
module regfile (
    input clk,
    input [4:0] src1,
    input [4:0] src2,
    input [4:0] dest,
    input reg_wr,
    input [31:0] wr_data,
    input reg_dest,
    output [31:0] src1_val,
    output [31:0] src2_val
);
    reg [31:0] gpr [0:31];
  	integer i;
    initial begin
      for (i = 0; i < 32; i = i + 1)
        gpr[i] = 32'h00000000;
    end
    assign src1_val = (src1 == 0) ? 32'h00000000 : gpr[src1];
    assign src2_val = (src2 == 0) ? 32'h00000000 : gpr[src2];
    wire [4:0] write_reg = reg_dest ? dest : src2;
    always @(posedge clk) begin
      if (reg_wr && write_reg != 0) begin
          gpr[write_reg] <= wr_data;
      end
	end
endmodule

==> CHANGELOG.md <==
### Metrics

* Synth cell count leaders: 1024 x edfxtp_1, 463 x mux4_2, 160 x mux2i_1
* Synth async-reset ratio at 0%
* DR pass1 iterations at 6
* Busiest grt layer: met2
* Critical Path RT at ~4.8 ns
* Worst setup EP type: output port
* Startpoint types: input pin
* Period utilisation layout at a little over nine tenths
* Std-Cell Rows at 144
* CTS H-tree lvls at 3
* Die width at just under 400 µm
* Post-synth area hogs: edfxtp_1 65%, mux4_2 22%, mux2i_1 3.4%
* Max Buffers Root-to-Sink at 3
* Chip area at 158000 µm²
* Core Region at around 150000 µm²
* Warnings from Yosys at 1
* Final min period at between 5 and 6 ns
* Grt ovf at 0
* Via density at 5.60
* GR met2 Demand/Resource at 29.8%
* DP HPWL at 86700 µm
* Peak supply drop at 0.198 mV
* Crit path max fanout at 26
* Area of the mapped netlist at 47000 µm²
* Synth Register Bits at between 1k and 1.5k
* Worst hold path type: in -> reg
* Yosys Instances at 2307
* Share of cells above drive strength 1 at 33.4%
* Leakage at about 17 nW
* RePlAce Congestion at roughly 0.88
* Flip-flops with a built-in enable at 1024
* Vias at 26.2k
* CTS Hold Bufs at 0
* Chip area in the Yosys report at 47000 µm²
* Clock sink count at ~1.0k
* Cells after Synth at around 2.3k
* Synth area leader: edfxtp_1
* Max FFs per register at 1024
* TritonCTS clock tree: yes
* Fin. max-slew vios at 0
* Count leader, synth: edfxtp_1
* Worst slew pin tran at 0.965 ns
* Number of buffers inserted during clock tree synthesis at 103
* Pin count of the biggest net entering global routing at just over 70
* Final WS setup at ~0.23 ns
* Number of library cell types mapped by synthesis at 39
* CTS root buf: clkbuf_16
* Number of global-route vias before repair at just under 30k
* Post-CTS Setup Bufs at 0
* Drt drc at 0
* Tool Warnings at 26
* Register area share after synthesis at 65.4%
* ANT nets after route at 0
* M1 GR Usage at roughly 22%
* Mean Syn Cell Area at between 20 and 25 µm²
* Avg WL per Cell at 31.3 µm
* Crit Path Category: in -> out
* Slew HR at 34.0%
* WP data arrival at 4.57 ns
* Die height at 398 µm
* Initial antenna violation count at 8
* First DRT Iteration DRCs at 1743
* Run status: completed
* Achievable Freq at 173 MHz
* I/O pin cnt at 114
* Worst-path clk slew at 0.07 ns
* Final WL at 146000 µm
* Power per standard cell area at ~300 nW/µm²
* Most flops, register: gpr
* Initial Util at between 30 and 40%
* Grt met3 use at 15.9%
* Top Registers: gpr (1024)
* Synth-to-Final Area Change at 17.8%
* Final setup vio count at 0
* Pre-CTS setup slack at 0.313 ns
* RSZ-0062 raised after global routing: false
* Ys flop type: edfxtp_1
* Port Buffers at 113
* Top-area cell share at between 60 and 70%
* Number of max-cap violations at 0
* Hold Fails Final Rpt at 0
* Setup TNS at 0 ns
* Total track usage at 19.9%
* Global-route wire length before repair at 208000 µm
[critical path, stage by stage]
cell	delay [ns]
clkdlybuf4s50_1	0.62
buf_4	0.27
nand3b_1	0.20
buf_4	0.53
o22ai_1	0.14
a2111oi_0	0.87
nor3_1	0.21
clkdlybuf4s50_1	0.52
[area by class of cell]
| cell class | count | area (µm²) |
|---|---|---|
| antenna | 2 | 5.00 |
| clock buffer | 115 | 2690 |
| clock inverter | 78 | 783 |
| fill | 14000 | 99400 |
| inverter | 5 | 18.8 |
| multi-input combinational | 1116 | 15600 |
| sequential | 1024 | 30700 |
| tap | 2044 | 2560 |
| timing repair buffer | 289 | 2910 |
[power breakdown]
| part | switching [mW] | internal [mW] |
|---|---|---|
| logic | 0.814 | 0.691 |
| clock network | 2.83 | 3.80 |
| registers | 0.0473 | 7.99 |
[repair_timing]
action                                  4_1_cts  5_1_grt
gates resized                                 0        1
endpoints found under the setup margin        0        1
hold endpoints to repair                      0        0
[through the flow]
stage | instance area [µm²] | instances | utilization (%) | hold WS, ns | power [mW]
after global routing | 55400 | 4671 | 35.8 | 1.30 | 16.6
after global placement | 51900 | 4478 | 33.5 | 2.02 | 9.69
after CTS | 55400 | 4671 | 35.8 | 1.25 | 16.3
final | 55400 | 4673 | 35.8 | 1.30 | 16.2
after floorplan | 47100 | 2338 | - | 1.30 | 8.98
after detailed placement | 51900 | 4478 | 33.5 | 2.02 | 9.70
[cells by family after synthesis]
| logic type | share of synthesized area, % |
|---|---|
| other | 0.00798 |
| flip-flops | 65.4 |
| AND/OR/NAND/NOR | 1.56 |
| multiplexers | 26.3 |
| AND-OR/OR-AND | 4.57 |
| buffers and inverters | 2.09 |
[cell usage in the layout, fill, tap and decap left out, types with 7 or more instances in the layout]
cell                n
bufinv_16          13
conb_1             32
nor2_4             32
nor2b_1             7
clkbuf_1            9
nand2_1            21
o221ai_1           31
edfxtp_1         1024
mux4_2            463
a21oi_1             7
buf_12             36
a2111oi_0          28
clkinv_2           20
clkdlybuf4s50_1   105
buf_4             142
a211oi_1           41
mux2_2             30
o22ai_1            87
clkinv_1           27
a22o_1             60
clkbuf_16         106
mux2i_1           160
nor3_1             59
a22oi_1            16
[worst paths after layout]
check | cells after the start | slack (ns) | startpoint | endpoint
hold / removal | 2 | 1.30 | wr_data[16] | gpr[8][16]
setup / recovery | 8 | 0.23 | src2[3] | src2_val[19]
[routing by layer]
| layer | share of wire [%] | wire length [µm] |
|---|---|---|
| met1 | 32 | 46600 |
| met2 | 47 | 68000 |
| met3 | 18 | 26300 |
| met4 | 3.3 | 4840 |
| met5 | 0.21 | 310 |
Power and IR drop assume default switching activity.
